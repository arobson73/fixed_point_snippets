### flow/design.v
module L_add
(
    input clk,
    input reset,
    input signed [31:0] a,
    input signed [31:0] b,
    output signed [31:0] c,
    output overflow
);
reg signed [31:0] s1_reg,s2_reg,a1_reg,a2_reg;
reg iffa1_reg,iffb2_reg,iffa2_reg;
wire iffa,iffb1;
wire signed [31:0] out2o;
always @(posedge clk or posedge reset)
    if (reset)
    begin
        s1_reg <=0;
        s2_reg <=0;
        a1_reg <=0;
        a2_reg <=0;
        iffa1_reg <=0;
        iffb2_reg <=0;
        iffa2_reg <=0;
    end
    else
    begin
        s1_reg <= a + b;
        s2_reg <= s1_reg;
        a1_reg <= a;
        a2_reg <= a1_reg;
        iffa1_reg <= iffa;
        iffb2_reg <= iffb1;
        iffa2_reg <= iffa1_reg;
    end
assign iffa = (((a ^ b) & 32'h80000000) == 0);    
assign iffb1 = (((s1_reg ^ a1_reg) & 32'h80000000) != 0);
assign out2o = (a2_reg < 0) ? 32'h80000000 : 32'h7fffffff;
assign overflow = (iffa2_reg && iffb2_reg);
assign c = overflow ? out2o : s2_reg;
endmodule
module L_mac
(
    input clk,
    input reset,
    input signed [31:0] c,
    input signed [15:0] a,
    input signed [15:0] b,
    output signed [31:0] out
);
reg signed [31:0] c1_reg,c2_reg;
wire signed [31:0] mo2;
lmult lmult_unit
(.clk(clk), .reset(reset), .a(a), .b(b), .out(mo2), .overflow());
L_add add_unit
(.clk(clk), .reset(reset), .a(c2_reg), .b(mo2), .c(out), .overflow());
always @(posedge clk or posedge reset)
    if (reset)
    begin
        c1_reg <= 0;
        c2_reg <= 0;
    end
    else
    begin
        c1_reg <= c;
        c2_reg <= c1_reg;
    end
endmodule    
module lmult 
(
    input clk,
    input reset,
    input signed [15:0] a,  
    input signed [15:0] b,  
    output signed [31:0] out,
    output overflow
);
reg signed [31:0] a1;
reg signed [31:0] a2, aa2;
always @(posedge clk or posedge reset)
    if (reset)
    begin
        a1 <= 0;
        a2 <= 0;
        aa2 <= 0;
    end
    else
    begin
        a1 <= a * b;
        aa2 <= (a1 * 2);
        a2 <= a1;
    end
assign out = (a2 != 32'h40000000) ? aa2 : 32'h7fffffff;
assign overflow = (a2 == 32'h40000000);
endmodule
### flow/run.sh
#!/bin/bash
# OpenROAD 26Q1-2900-gdf79404cd8, Yosys 0.63+post, stock flow scripts
make -C /OpenROAD-flow-scripts/flow DESIGN_CONFIG=/design/flow/config.mk WORK_HOME=/design/flow/orfs finish
### flow/config.mk
export PLATFORM = sky130hd
export DESIGN_NAME = L_mac
export DESIGN_NICKNAME = L_mac
export VERILOG_FILES = /design/flow/design.v
export SDC_FILE = /design/flow/constraint.sdc
export NUM_CORES = 4
export LEC_CHECK = 1
export CORE_UTILIZATION = 40
### flow/constraint.sdc
current_design L_mac

set clk_period 11.6
set clk_io_pct 0.2

create_clock -name clk0 -period $clk_period [get_ports {clk}]

set non_clock_inputs [all_inputs -no_clocks]
set_input_delay [expr $clk_period * $clk_io_pct] -clock clk0 $non_clock_inputs
set_output_delay [expr $clk_period * $clk_io_pct] -clock clk0 [all_outputs]
==> run summary <==
total number of vias: 10700
met3 Track Usage GR: 0.0522
MaxCap Viol Count: 0
Congestion Overflow GR: 0
yosys stat chip area: 17100 um^2
die span in x: 209 um
vias per cell: 4.77
FP Util: 0.406
final worst setup slack: 3090 ps
post-detail-place hpwl: 28.4 mm
Post-CTS Setup Repair Bufs: 0
wire per inst: 15.5 um
Worst Setup SP: a[10]
clock latency on the worst-skew pair: 430 ps
CP Launch Type: input pin
drt drc: 0
Post-synth EDFFs: 0
status: completed
Max FO, Critical Path: 16
crit path DAT: 8830 ps
grt peak-use layer: met2
core area: 42000 um^2
Setup WS pre-CTS: 2680 ps
worst path cell trace: clkdlybuf4s50_1 -> and2_1 -> fa_1 -> inv_1 -> fa_1 -> fa_1 -> inv_1 -> fa_1 -> fa_1 -> inv_1 -> fa_1 -> inv_1 -> ha_1 -> o21a_1 -> o211a_1 -> a21o_1 -> a221o_1 -> a21oi_1 -> o21bai_1 -> o21a_1 -> o311ai_1
CTS Buf Count: 17
GP Congestion: 0.898
register share after synthesis: 0.289
Antenna Cells: 0
startpoint of the worst hold path: c1_reg[2]
slew of the pin with the lowest slew margin: 836 ps
I/O Buffers: 97
endpoints failing setup: 0
Crit path largest cell delay: 860 ps
share of cells above drive strength 1: 0.0508
DRT antenna net count: 0
Fin Clk Skew: 9.45 ps
relative slew slack: 0.441
Final Hold Fails: 0
fin util: 0.457
yosys cell count: 1624
most frequent cells in the layout: inv_1, fa_1, dfrtp_1
Worst Hold Class: reg2reg
Detailed Routing Iterations Pass 1: 4
Top Family by Delay on Critical Path: adder cells
Area Growth Syn to Fin: 12.5%
drt initial violations: 488
CTS tree: built
first-pass GRT wire length: 58.0 mm
routed wire length: 34.9 mm
Critical R2R Launch: lmult_unit.a2[16]
Mean Syn Cell Area: 10.5 um^2
Worst EP required: 11920 ps
CP Capture Type: flop
Tcrit/Tclk final: 0.734
OpenROAD warning count: 25
setup TNS: 0 ps
Buf+Inv Stages, Crit Path: 5
chip height: 209 um
initial antenna violation count: 0
CTS Root Cell: clkbuf_16
mapped cell area: 17100 um^2
htree depth: 4
Critical-path top delay cell: clkdlybuf4s50_1
Min Clock Period, post-route: 8510 ps
Core Rows: 75
Post-CTS Hold Fix Bufs: 0
Resize count post-CTS: 0
unrepaired setup endpoints after global routing: false
ys flops: 197
Max clock buf depth: 2
Synth Warn #: 3
GRT Overall Usage: 0.178
Async SR Flop Fraction: 1.00
max-slew violation total from the final report: 0
ys flop type: dfrtp_1
fmax: 0.118 GHz
I/O Pins: 98
GRT met1 Usage: 0.263
CP most frequent cell: fa_1
CTS sink count: 197
largest net degree at the start of global routing: 77
met2 usage: 0.282
most frequent logic cell in the layout: inv_1
die area: 43500 um^2
Unique cell types: 63
clk slew on worst S/H paths: 70 ps
Syn Inst Count: 1624
Setup Crit Path Kind: in2reg
vias in the first global route: 11300
per-layer routing:
layer,part of all wire,vias up
met4,0.014,0
li1,-,5155
met1,0.44,5259
met5,0,-
met2,0.48,287
met3,0.068,34
cells in the mapped netlist, types with 20 or more instances:
cell / instances / area (um^2)
inv_1: 327 / 1230
xnor2_1: 39 / 342
a21oi_1: 54 / 270
dfrtp_1: 197 / 4930
and2_1: 126 / 788
fa_1: 263 / 5270
ha_1: 113 / 1410
or2_2: 32 / 200
nand2_1: 142 / 533
a21o_1: 53 / 398
xor2_1: 20 / 175
clkbuf_1: 43 / 161
nor2_1: 46 / 173
final cells by class:
| type | instances | area [um^2] |
|---|---|---|
| fill | 3865 | 22800 |
| multi-input combinational | 1054 | 10700 |
| sequential | 197 | 4930 |
| inverter | 327 | 1230 |
| timing repair buffer | 103 | 1020 |
| tap | 539 | 674 |
| clock buffer | 18 | 439 |
| clock inverter | 14 | 166 |
cell families (layout without fill, tap and decap cells):
family / count (synthesis) / in the layout / synth area share
mux: 1 / 1 / 0.000659
compound gates: 203 / 203 / 0.0824
xor+xnor: 59 / 59 / 0.0303
fa+ha+maj: 376 / 376 / 0.391
simple gates: 415 / 415 / 0.125
flops: 197 / 197 / 0.289
buf+inv: 373 / 462 / 0.0821
per-stage QoR:
| stage | area (um^2) | std cells | hold slack, ps |
|---|---|---|---|
| after detailed placement | 18600 | 2220 | 335 |
| after global placement | 18600 | 2220 | 332 |
| after floorplan | 17100 | 1624 | 331 |
| after global routing | 19200 | 2252 | 351 |
| after CTS | 19200 | 2252 | 344 |
| final | 19200 | 2252 | 345 |
worst paths after layout:
path                                             to  slack, ps  cells after the start
worst max-delay path              lmult_unit.a1[30]       3090                     21
max in group asynchronous        add_unit.s2_reg[5]       8130                      3
worst max register to register  add_unit.s1_reg[29]       7810                     14
worst min register to register            c2_reg[2]        340                      0
min in group asynchronous        add_unit.s2_reg[1]       2360                      2
worst min-delay path                      c2_reg[2]        340                      0
