$ cat ./constraint.sdc
current_design roundB_c

set clk_period 5.0
set clk_io_pct 0.2

create_clock -name clk0 -period $clk_period

set non_clock_inputs [all_inputs -no_clocks]
set_input_delay [expr $clk_period * $clk_io_pct] -clock clk0 $non_clock_inputs
set_output_delay [expr $clk_period * $clk_io_pct] -clock clk0 [all_outputs]
$ cat ./design.v
module L_add_c
(
    input signed [31:0] a,
    input signed [31:0] b,
    output signed [31:0] c
);
assign c = a + b;
endmodule
module extract_h_c
(
    input signed [31:0] in,
    output signed [15:0] out
);
assign out = in[31:16];
endmodule
module roundB_c
(
    input signed [31:0] in,
    output signed [15:0] out
);
wire signed [31:0] ao2;
L_add_c add_unit
(.a(in), .b(32'h00008000), .c(ao2));
extract_h_c extract_unit
(.in(ao2), .out(out));
endmodule
$ cat ./run.sh
#!/bin/bash
# OpenROAD 26Q1-2900-gdf79404cd8, Yosys 0.63+post, stock flow scripts
make -C /OpenROAD-flow-scripts/flow DESIGN_CONFIG=/design/flow/config.mk WORK_HOME=/design/flow/orfs finish
$ cat ./config.mk
export PLATFORM = sky130hd
export DESIGN_NAME = roundB_c
export DESIGN_NICKNAME = roundB_c
export VERILOG_FILES = /design/flow/design.v
export SDC_FILE = /design/flow/constraint.sdc
export NUM_CORES = 4
export LEC_CHECK = 1
export CORE_AREA = 10 10 70 70
export DIE_AREA = 0 0 80 80
==> reports/qor.yml <==
status: "complete, no violations"
yosys_area_um2: 331.6
drive_gt1_frac: 0.1039
pwr-share-seq: 0
grt_antenna_before_repair: 0
cp.required_ns: 4.00
maxCapViolCount: 0
warnings: 47
ctsHoldBuffers: 0
fp_util: 0.09707
ios: 48
hold_path.startpoint: "in[31]"
peakVddDrop_mv: 0.02872
grt_pass1_wl_um: 2152
hold_path_depth: 3
tns_ns: 0
p_sw_uw: 15.66
ys_cells: 44
drt-pass1-iter-count: 2
grtUsageTotal: 0.04133
register_area_um2: 0
setup_viol: 0
clock_power_share: 0
ys_warn_count: 0
grt_overflow_total: 0
powerDensity_mw_per_mm2: 64.15
cp_num_buf_inv: 2
combPwrFrac: 1.000
crit_cells: 6
vias_per_cell: 3.488
die_x_um: 80
die_height_um: 80
netlist_area_um2: 331.6
vias: 429
avgSynthCellArea_um2: 7.536
gp_congestion: 0.7295
crit_arrival_ns: 2.97
finalPower_uw: 46.15
ys_seq_frac: 0
crit_chain: "clkdlybuf4s50_1, ha_1, nand4_2, nor4_2, xor2_1, clkdlybuf4s50_1"
hold_viol: 0
fmax_ghz: 0.2516
rows: 21
grt_max_degree: 7
worst_pin_slew_ns: 0.2699
yosys.area.top_type: "xor2_1"
area_leaders: "xor2_1 (29%), nor4_2 (15%), nand4_2 (11%), xnor2_1 (11%), nand3_1 (6.0%)"
syn_to_final_growth_pct: 117.0
switching_share: 0.3392
layout_min_cycle_time_ns: 3.975
clock_buffers: 0
cp_slowest_cell: "clkdlybuf4s50_1"
power.internal_uw: 30.50
critPathTopFamily: "buffers and inverters"
grt_pass1_vias: 420
hp-class: "in2out"
core_mm2: 0.003416
numPortBuffers: 33
relSlewSlack: 0.8186
post_cts_buffers: 0
postRouteAntennaNets: 0
fin_crit_sh: 0.7950
syn_inst: 44
antenna_cells: 0
synth_top_area_share: 0.2906
drt-initial-drc-count: 32
dieArea_mm2: 0.006400
timing.critical_path.mode_cell: "clkdlybuf4s50_1"
drv_slew: 0
cp-start-kind: "input port"
dp_hpwl_um: 1225
crit_type: "in2out"
design.seq.count: 0
end_kind: "output pin"
rsz0062_at_grt: "no"
min_to: "out[15]"
critPathMaxStageDelay_ns: 0.50
cts_resized: 0
drt-total-wl_um: 1384
critPathMaxFanout: 5
p_leak_nw: 0.2530
netlist-cell-type-count: 12
wire_per_inst_um: 11.25
drcViolationCount: 0
worst max-delay path by stage:
stage                  start      end  slack [ns]
after CTS             in[15]  out[15]        0.98
after global routing  in[15]   out[9]        0.88
final                 in[15]  out[15]        1.03
synth_stat cells (all sizes together):
master / instances
xor2: 11
nand3: 5
nand4: 5
nand2: 4
nor2: 4
nor3: 4
nor4: 4
xnor2: 4
inv: 2
ha: 1
cell families after synthesis:
logic type	share of synthesized area
adder cells (fa/ha/maj)	0.03773
buffers and inverters	0.02265
AND/OR/NAND/NOR	0.5434
XOR/XNOR	0.3962
per-stage QoR:
step / hold WS, ns / util / instances / worst slack (ns) / area, um2
finish: 2.936 / 0.2106 / 123 / 1.025 / 719.4
global route: 2.949 / 0.2106 / 123 / 0.8814 / 719.4
CTS: 2.948 / 0.2106 / 123 / 0.9843 / 719.4
detailed placement: 2.945 / 0.2106 / 123 / 0.9854 / 719.4
global placement: 2.951 / 0.2106 / 123 / 0.9858 / 719.4
floorplan: 2.029 / - / 44 / 2.210 / 331.6
placed cells by master, fill, tap and decap left out:
cell              n
nor3_1            4
nand3_1           4
xor2_1           11
nand2_1           4
nand3_2           1
nand4_2           3
inv_1             2
nand4_1           2
nor2_1            4
nor4_2            4
xnor2_1           4
ha_1              1
clkdlybuf4s50_1  33
worst min-delay path, delay by kind of cell:
family | cells | cell delay [ns]
buffers and inverters | 2 | 0.88
XOR/XNOR | 1 | 0.06
power groups by stage:
| stage | Sequential, mW | Clock [mW] | Combinational, mW |
|---|---|---|---|
| after CTS | 0 | 0 | 0.0473 |
| after global routing | 0 | 0 | 0.0510 |
| final | 0 | 0 | 0.0462 |
cell type report:
cell class | count | area, um2
timing repair buffer | 33 | 330.3
tap | 46 | 57.56
fill | 388 | 2696
inverter | 2 | 7.507
multi-input combinational | 42 | 324.1
per-layer routing:
layer	GRT usage	up-vias	wire length, um
li1	-	227	-
met1	0.05405	179	643
met2	0.05939	23	520
met3	0.02614	0	220
met4	0	0	0
met5	0	-	0
No activity file was given, so power comes from the tool's default toggle rates.
