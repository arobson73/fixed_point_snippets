--- /design/flow/design.v ---
module L_add
(
    input clk,
    input reset,
    input signed [31:0] a,
    input signed [31:0] b,
    output signed [31:0] c,
    output overflow
);
reg signed [31:0] s1_reg,s2_reg,a1_reg,a2_reg;
reg iffa1_reg,iffb2_reg,iffa2_reg;
wire iffa,iffb1;
wire signed [31:0] out2o;
always @(posedge clk or posedge reset)
    if (reset)
    begin
        s1_reg <=0;
        s2_reg <=0;
        a1_reg <=0;
        a2_reg <=0;
        iffa1_reg <=0;
        iffb2_reg <=0;
        iffa2_reg <=0;
    end
    else
    begin
        s1_reg <= a + b;
        s2_reg <= s1_reg;
        a1_reg <= a;
        a2_reg <= a1_reg;
        iffa1_reg <= iffa;
        iffb2_reg <= iffb1;
        iffa2_reg <= iffa1_reg;
    end
assign iffa = (((a ^ b) & 32'h80000000) == 0);    
assign iffb1 = (((s1_reg ^ a1_reg) & 32'h80000000) != 0);
assign out2o = (a2_reg < 0) ? 32'h80000000 : 32'h7fffffff;
assign overflow = (iffa2_reg && iffb2_reg);
assign c = overflow ? out2o : s2_reg;
endmodule
module extract_h
(
    input clk,
    input reset,
    input signed [31:0] in,
    output signed [15:0] out
);
reg signed [15:0] out_reg;
assign out = out_reg;
always @(posedge clk or posedge reset)
    if (reset)
        out_reg <= 0;
    else
        out_reg <= in[31:16];
endmodule
module roundB
(
    input clk,
    input reset,
    input signed [31:0] in,
    output signed [15:0] out
);
wire signed [31:0] ao2;
wire signed [15:0] eo3;
L_add add_unit
(.clk(clk), .reset(reset), .a(in), .b(32'h00008000), .c(ao2), .overflow());
extract_h extract_unit
(.clk(clk), .reset(reset), .in(ao2), .out(out));
endmodule
--- /design/flow/run.sh ---
#!/bin/bash
# OpenROAD 26Q1-2900-gdf79404cd8, Yosys 0.63+post, stock flow scripts
make -C /OpenROAD-flow-scripts/flow DESIGN_CONFIG=/design/flow/config.mk WORK_HOME=/design/flow/orfs finish
--- /design/flow/config.mk ---
export PLATFORM = sky130hd
export DESIGN_NAME = roundB
export DESIGN_NICKNAME = roundB
export VERILOG_FILES = /design/flow/design.v
export SDC_FILE = /design/flow/constraint.sdc
export NUM_CORES = 4
export LEC_CHECK = 1
export CORE_UTILIZATION = 30
--- /design/flow/constraint.sdc ---
current_design roundB

set clk_period 2.9
set clk_io_pct 0.2

create_clock -name clk0 -period $clk_period [get_ports {clk}]

set non_clock_inputs [all_inputs -no_clocks]
set_input_delay [expr $clk_period * $clk_io_pct] -clock clk0 $non_clock_inputs
set_output_delay [expr $clk_period * $clk_io_pct] -clock clk0 [all_outputs]
==> flow_metrics.tcl <==
# metrics dict for downstream scripts
set metrics [dict create \
    crit_arrival_ns 2.15 \
    syn_inst 136 \
    drt_drc_violations_left 0 \
    period_used_share 0.6639 \
    synthSimpleGateAreaFrac 0.1215 \
    cts_htree_levels 2 \
    sequential_group_share_of_total_power 0.616 \
    placeableCoreArea_um2 5675 \
    worstSetupStartpointType "input port" \
    timing.critical_path.to "add_unit.s1_reg[31]" \
    clock_skew_ns 0.002621 \
    worst_r2r_endpoint "extract_unit.out_reg[7]" \
    cell_internal_power_dissipation_uw 1045 \
    floorplanUtilization 0.3194 \
    openroad.warnings 40 \
    fmax_mhz 519.4 \
    crit_fanout 5 \
    via_total_after_detailed_routing 998 \
    slew_viol_final 0 \
    power.switching_uw 278.5 \
    pwr_density_cell_nw_per_um2 570.0 \
    floorplan.rows 27 \
    worst_pin_slew_ns 0.7766 \
    critPathLaunch "in[15]" \
    slew-limit-headroom 0.4815 \
    postCtsSetupBuffers 0 \
    hold_viol 0 \
    synth_cell_type_count 20 \
    vias_per_cell 4.040 \
    setup-violations-final 0 \
    finalHoldWorstSlack_ns 0.3531 \
    power_frac_comb 0.100 \
    route.final.wire_length_mm 2.320 \
    place_hpwl_mm 1.719 \
    globalplace.congestion 0.7051 \
    seq_area_frac_synth 0.7315 \
    avgSynthCellArea_um2 13.33 \
    setup.worst_path.class "in2reg" \
    ctsHoldBuffers 0 \
    launch_instance_of_the_worst_register_to_register_path "add_unit.iffb2_reg" \
    grt_pass1_vias 959 \
    first_iter_violations 20 \
    ys_sh_aoi 0.04555 \
    synth-warning-count 2 \
    antenna_violations_before_repair 0 \
    clk_root_buffer_cell "sky130_fd_sc_hd__clkbuf_8" \
    worst_ir_drop_vdd_mv 0.2864 \
    clock_power_share 0.284 \
    worst_path_dominant_cell_family "simple AND/OR/NAND/NOR gates" \
    rsz0062_at_grt "no" \
    reg2reg_setup_slack_ns 1.51 \
    firstDrtPassIters 2 \
    switching_power_as_a_share_of_total_power 0.2104 \
    port_buffers 34 \
    cts-buffers-inserted 5 \
    ys_seq_elements 53 \
    synthMuxAreaShare 0 \
    post_route_cells_drive_above_1_share 0.06286 \
    cap_violations 0 \
    syn_to_final_growth_pct 28.09 \
    timing.critical_path.buf_inv 1 \
    finalCriticalPeriod_ns 1.925 \
    worstRegToRegCells 2 \
    setup.worst_path.end_class "flip-flop" \
    drt-wirelength-per-cell_um 9.393 \
    grt_pass1_wl_mm 4.291 \
    final.setup.tns_ns 0 \
    io_pins 50 \
    antenna_cells 0 \
    synthTopLogicFamily "simple AND/OR/NAND/NOR gates" \
    path_clk_slew_ns 0.08 \
    netlist_area_um2 1813 \
    clock_tree_from_tritoncts "built" \
    critical_path.max_stage_delay_ns 0.50 \
    hold_path.class "reg2reg" \
    groute.usage.overall 0.08697 \
    grt_max_degree 43 \
    antenna_violating_nets_post_route 0 \
    worstSkewPairLatency_ns 0.29 \
    yosys_cells 136 \
    leakage_uw 0.0009704 \
    critical_path.slowest_cell "sky130_fd_sc_hd__clkdlybuf4s50_1" \
    cp_cell_sequence "clkdlybuf4s50_1, ha_1, nand4_1, nor4_1, xnor2_1" \
    die-height_um 79.74 \
    ys_sh_xor 0.07729 \
    postcts_resize_cnt 0 \
    fp.dieArea_um2 6358 \
    clock_sink_count 53 \
    cp_num_cells 5 \
    critPathRequiredTime_ns 3.12 \
    yosys-stat-area_um2 1813 \
    grt.overflow.total 0 \
    clock_tree.buffer_depth 2 \
    synthAdderAreaFrac 0.006901 \
    run_status "finished clean" \
    die_width_um 79.74 \
]
worst reg2reg max path: cells and delay by family (launching register included):
family / cells / cell delay, ns
simple gates: 2 / 0.64
flops: 1 / 0.62
Yosys cell counts:
master                     instances  area (µm²)
sky130_fd_sc_hd__dfrtp_1          53        1326
sky130_fd_sc_hd__nor2_1           15       56.30
sky130_fd_sc_hd__a21oi_1          14       70.07
sky130_fd_sc_hd__xnor2_1           8       70.07
sky130_fd_sc_hd__xor2_1            8       70.07
sky130_fd_sc_hd__nand2_1           6       22.52
sky130_fd_sc_hd__nand4_1           5       31.28
sky130_fd_sc_hd__nor4_1            5       31.28
sky130_fd_sc_hd__inv_1             4       15.01
sky130_fd_sc_hd__nand3_1           4       20.02
sky130_fd_sc_hd__clkbuf_1          3       11.26
sky130_fd_sc_hd__nor3_1            3       15.01
sky130_fd_sc_hd__a21o_1            1       7.510
sky130_fd_sc_hd__and2_1            1       6.260
sky130_fd_sc_hd__and3_1            1       6.260
sky130_fd_sc_hd__and4_2            1       10.01
sky130_fd_sc_hd__buf_2             1       5.000
sky130_fd_sc_hd__ha_1              1       12.51
sky130_fd_sc_hd__nand4_4           1       21.27
sky130_fd_sc_hd__o21ai_0           1       5.000
cells by family after synthesis:
logic type               after synthesis
AND/OR/NAND/NOR                       42
flip-flops                            53
XOR/XNOR                              16
adder cells (fa/ha/maj)                1
AND-OR/OR-AND                         16
buffers and inverters                  8
power by group through the flow:
stage / clock network (µW) / logic, µW / registers, µW
6_report: 376 / 133 / 815
5_1_grt: 426 / 154 / 822
4_1_cts: 394 / 136 / 816
per-layer routing:
layer / vias up / GRT usage / wire length (µm)
met5: - / 0 / 0
met4: 0 / 0.01786 / 68
met3: 6 / 0.02552 / 141
met2: 31 / 0.1419 / 1084
met1: 431 / 0.1191 / 1026
li1: 530 / - / -
per-stage QoR:
stage	instances	power (µW)	util	setup slack, ns	cell area, µm²
detailed placement	239	966.1	0.3937	0.6204	2235
finish	247	1324	0.4092	0.9746	2322
global route	247	1402	0.4092	0.8515	2322
floorplan	136	873.2	-	1.034	1813
CTS	247	1346	0.4092	0.9474	2322
global placement	239	964.7	0.3937	0.6586	2235
area by class of cell:
| cell class | instances | area [µm²] |
|---|---|---|
| Fill cell | 548 | 3353 |
| Sequential cell | 53 | 1326 |
| Multi-Input combinational cell | 75 | 455.4 |
| Timing Repair Buffer | 35 | 347.8 |
| Tap cell | 72 | 90.09 |
| Clock buffer | 6 | 72.57 |
| Clock inverter | 2 | 15.01 |
| Inverter | 4 | 15.01 |
cell usage in the layout, fill, tap and decap left out:
cell type / instances
sky130_fd_sc_hd__a21oi_1: 14
sky130_fd_sc_hd__and4_2: 1
sky130_fd_sc_hd__nand4_1: 5
sky130_fd_sc_hd__nand4_4: 1
sky130_fd_sc_hd__clkinvlp_4: 2
sky130_fd_sc_hd__o21ai_0: 1
sky130_fd_sc_hd__xor2_1: 8
sky130_fd_sc_hd__and2_1: 1
sky130_fd_sc_hd__inv_1: 3
sky130_fd_sc_hd__clkdlybuf4s50_1: 34
sky130_fd_sc_hd__ha_1: 1
sky130_fd_sc_hd__clkbuf_8: 5
sky130_fd_sc_hd__nand3_1: 4
sky130_fd_sc_hd__dfrtp_1: 53
sky130_fd_sc_hd__nor3_1: 3
sky130_fd_sc_hd__clkbuf_1: 1
sky130_fd_sc_hd__a21o_1: 1
sky130_fd_sc_hd__xnor2_1: 8
sky130_fd_sc_hd__and3_1: 1
sky130_fd_sc_hd__inv_2: 1
sky130_fd_sc_hd__buf_4: 1
sky130_fd_sc_hd__nor2_1: 15
sky130_fd_sc_hd__nand2_1: 6
sky130_fd_sc_hd__nor4_1: 5
worst min path at each step:
stage	from	end	slack [ns]	cells past startpoint
4_1_cts	add_unit.s1_reg[18]	add_unit.s2_reg[18]	0.36	0
5_1_grt	add_unit.s1_reg[19]	add_unit.s2_reg[19]	0.36	0
6_report	add_unit.s1_reg[18]	add_unit.s2_reg[18]	0.35	0
Power figures rest on the tool's default switching activity, not on a simulated workload.
